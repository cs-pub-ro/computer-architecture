File: design.v
module alu #(
    parameter p_data_width = 16,
    parameter p_flags_width = 5,
    parameter p_opcode_width = 4,
    parameter p_opcode_ADC = 4'd0,
    parameter p_opcode_SBB1 = 4'd1,
    parameter p_opcode_SBB2 = 4'd2,
    parameter p_opcode_NOT = 4'd3,
    parameter p_opcode_AND = 4'd4,
    parameter p_opcode_OR = 4'd5,
    parameter p_opcode_XOR = 4'd6,
    parameter p_opcode_SHL = 4'd7,
    parameter p_opcode_SHR = 4'd8,
    parameter p_opcode_SAR = 4'd9
) (
    output wire [(p_data_width-1):0] o_w_out,
    output wire [(p_flags_width-1):0] o_w_flags,
    input wire [(p_data_width-1):0] i_w_in1,
    input wire [(p_data_width-1):0] i_w_in2,
    input wire [(p_opcode_width-1):0] i_w_opcode,
    input wire i_w_carry,
    input wire i_w_oe
);
reg [(p_data_width-1) : 0]  l_r_result;
reg l_r_parity;
reg l_r_sign;
reg l_r_zero;
reg l_r_overflow;
reg l_r_carry;
always @(*) begin
    case(i_w_opcode)
        p_opcode_ADC: begin
            {l_r_carry, l_r_result} = i_w_in1 + i_w_in2 + i_w_carry;
            l_r_overflow = (i_w_in1[p_data_width-1] == i_w_in2[p_data_width-1]) &&
                           (i_w_in1[p_data_width-1] != l_r_result[p_data_width-1]);
        end
        p_opcode_SBB1: begin
            {l_r_carry, l_r_result} = i_w_in1 - i_w_in2 - i_w_carry;
            l_r_overflow = (i_w_in1[p_data_width-1] != i_w_in2[p_data_width-1]) &&
                           (i_w_in1[p_data_width-1] != l_r_result[p_data_width-1]);
        end
        p_opcode_SBB2: begin
            {l_r_carry, l_r_result} = i_w_in2 - i_w_in1 - i_w_carry;
            l_r_overflow = (i_w_in2[p_data_width-1] != i_w_in1[p_data_width-1]) &&
                           (i_w_in2[p_data_width-1] != l_r_result[p_data_width-1]);
        end
        p_opcode_NOT: begin
            l_r_result = ~(i_w_in1 | i_w_in2);
            l_r_carry = 0;
            l_r_overflow = 0;
        end
        p_opcode_AND: begin
            l_r_result = i_w_in1 & i_w_in2;
            l_r_carry = 0;
            l_r_overflow = 0;
        end
        p_opcode_OR: begin
            l_r_result = i_w_in1 | i_w_in2;
            l_r_carry = 0;
            l_r_overflow = 0;
        end
        p_opcode_XOR: begin
            l_r_result = i_w_in1 ^ i_w_in2;
            l_r_carry = 0;
            l_r_overflow = 0;
        end
        p_opcode_SHL: begin
            l_r_result = (i_w_in1 << 1) | (i_w_in2 << 1);
            l_r_carry = i_w_in1[p_data_width-1] | i_w_in2[p_data_width - 1];
            l_r_overflow = l_r_result[p_data_width-1] != l_r_carry;
        end
        p_opcode_SHR: begin
            l_r_result = (i_w_in1 >> 1) | (i_w_in2 >> 1);
            l_r_carry = i_w_in1[0] | i_w_in2[0];
            l_r_overflow = i_w_in1[p_data_width-1] | i_w_in2[p_data_width-1];
        end
        p_opcode_SAR: begin
            l_r_result = {i_w_in1[p_data_width-1], i_w_in1[p_data_width-1:1]} |
                         {i_w_in2[p_data_width-1], i_w_in2[p_data_width-1:1]};
            l_r_carry = i_w_in1[0] | i_w_in2[0];
            l_r_overflow = 0;
        end
        default: begin
            l_r_result = 0;
            l_r_carry = 0;
            l_r_overflow = 0;
        end
    endcase
    l_r_zero = l_r_result == 0;
    l_r_sign = l_r_result[p_data_width-1];
    l_r_parity = ~^l_r_result;
end
assign o_w_out = i_w_oe ? l_r_result : {p_data_width{1'b0}};
assign o_w_flags = {l_r_parity, l_r_sign, l_r_zero, l_r_overflow, l_r_carry};
endmodule
File: run.sh
#!/bin/bash
# OpenROAD 26Q1-2900-gdf79404cd8, Yosys 0.63+post, stock flow scripts
make -C /OpenROAD-flow-scripts/flow DESIGN_CONFIG=/design/flow/config.mk WORK_HOME=/design/flow/orfs finish
File: config.mk
export PLATFORM = sky130hd
export DESIGN_NAME = alu
export DESIGN_NICKNAME = alu
export VERILOG_FILES = /design/flow/design.v
export SDC_FILE = /design/flow/constraint.sdc
export NUM_CORES = 4
export LEC_CHECK = 1
export CORE_UTILIZATION = 50
File: constraint.sdc
current_design alu

set clk_period 14.6
set clk_io_pct 0.2

create_clock -name clk0 -period $clk_period

set non_clock_inputs [all_inputs -no_clocks]
set_input_delay [expr $clk_period * $clk_io_pct] -clock clk0 $non_clock_inputs
set_output_delay [expr $clk_period * $clk_io_pct] -clock clk0 [all_outputs]
==> results.sh <==
# physical design summary
export IMPL_tool_warnings=81
export IMPL_ys_sh_xor_pct=7.443
export IMPL_cap_violations=0
export IMPL_final_fill_count=835
export IMPL_drive_gt1_share_pct=3.309
export IMPL_path_max_fanout=8
export IMPL_grt_pass1_vias=4190
export IMPL_simple_gate_share_pct=20.87
export IMPL_instances_no_fill=803
export IMPL_holdBufCountCts=0
export IMPL_post_cts_buffers=0
export IMPL_ant_nets=0
export IMPL_fa_ha_area_share_pct=30.39
export IMPL_period_used_pct=73.52
export IMPL_post_route_util_pct=59.20
export IMPL_slew_headroom_pct=51.35
export IMPL_synth_cell_type_count=67
export IMPL_rsz0062_at_grt="no"
export IMPL_irDropWorstVdd_uv=33.62
export IMPL_whs_path_depth=3
export IMPL_worstHoldStart="i_w_oe"
export IMPL_viasPerCell=6.072
export IMPL_cp_start_kind="input port"
export IMPL_antenna_found_initial=0
export IMPL_grt_usage_pct=31.64
export IMPL_critical_path_arrival_ps=7810
export IMPL_syn_mean_instance_area_sq_um=6.827
export IMPL_fp_util_pct=51.53
export IMPL_worstHoldEndpoint="o_w_out[15]"
export IMPL_drt_iter0_drc=289
export IMPL_dp_hpwl_um=11830
export IMPL_fin_crit_ps=10730
export IMPL_n_clock_buffer=0
export IMPL_vias=4876
export IMPL_status="finished, final reports clean"
export IMPL_synth_comb_largest_family="adder cells"
export IMPL_post_cts_resized=0
export IMPL_hold_ws_ps=6890
export IMPL_ys_area_sq_um=4472
export IMPL_core_area_sq_um=8678
export IMPL_syn_cell_area_sq_um=4472
export IMPL_num_rows=34
export IMPL_p_per_area_nw_per_um2=54.69
export IMPL_crit_required_ps=11680
export IMPL_tns_ps=0
export IMPL_ys_sh_mux_pct=1.343
export IMPL_ys_cells=655
export IMPL_synth_cells=655
export IMPL_mostFrequentLayoutCell="ha_1"
export IMPL_power_leakage_nw=2.296
export IMPL_avgRoutedWirePerCell_um=18.15
export IMPL_ios=59
export IMPL_antenna_cells=0
export IMPL_final_cell_mix="ha_1, inv_1, nor2_1, a21oi_1, clkdlybuf4s50_1"
export IMPL_endpoint_kind="output pin"
export IMPL_flops=0
export IMPL_die_w_um=96.57
export IMPL_postSynthSeqShare_pct=0
export IMPL_overflow=0
export IMPL_hp_class="input port to output pin"
export IMPL_fmax_ghz=0.09316
export IMPL_dr_pass1_iters=5
export IMPL_wirelength_um=14570
export IMPL_yosys_warnings=1
export IMPL_dp_cells=803
export IMPL_worst_pin_slew_ps=711.3
export IMPL_place_gp_congestion=1.091
export IMPL_setup_viol=0
export IMPL_grt_start_max_net_pins=18
export IMPL_aoi_share_pct=30.22
export IMPL_die_h_um=96.57
export IMPL_slew_viol_final=0
export IMPL_flop_area_sq_um=0
export IMPL_hold_viol=0
export IMPL_die_area_sq_um=9326
export IMPL_path_class="input port to output pin"
export IMPL_route_detailed_drc=0
export IMPL_numPortBuffers=59
export IMPL_synthToLayoutAreaGrowth_pct=14.89
export IMPL_grt_pass1_wl_um=22090
-- through the flow --
stage	area [sq um]	power [mW]	worst slack [ps]
global route	5137	0.3102	3518
floorplan	4472	0.2002	5513
CTS	5137	0.2776	3884
global placement	5137	0.2761	3930
finish	5137	0.2810	3866
detailed placement	5137	0.2758	3901
-- logic make-up after synthesis --
logic type,after synthesis
compound gates,207
xor+xnor,38
simple gates,193
fa+ha+maj,105
mux,6
buf+inv,106
-- worst max-delay path by stage --
| stage | from | to | slack (ps) | cells past startpoint |
|---|---|---|---|---|
| CTS | i_w_in2[0] | o_w_flags[4] | 3880 | 17 |
| global route | i_w_in1[1] | o_w_flags[4] | 3520 | 17 |
| finish | i_w_in1[1] | o_w_flags[4] | 3870 | 17 |
-- synth_stat cells (3+ instances only) --
library cell  instances  share of area [%]
o21ai_0              41                4.6
a211oi_1             10                1.7
nor4_1               10                1.4
and3_1                5               0.70
nor3_1               15                1.7
nand2_1              35                2.9
clkbuf_1             17                1.4
a2111oi_0             5               0.98
mux2i_1               6                1.3
o21ai_1               3               0.34
a221oi_1              3               0.59
o31a_1                5               0.98
nor2_1               73                6.1
o21a_1                5               0.84
nand3_1              26                2.9
buf_2                 3               0.34
a31oi_1              11                1.5
inv_1                79                6.6
a22o_1                3               0.59
nand2b_1              5               0.70
o221ai_1              7                1.4
xnor2_1              26                5.1
fa_1                  6                2.7
o211ai_1              5               0.84
a21oi_1              60                6.7
a21o_1               14                2.4
a22oi_1               4               0.67
nand4_1               4               0.56
xor2_1               12                2.4
ha_1                 99                 28
o22ai_1               8                1.1
buf_4                 5               0.84
-- per-layer routing --
layer	routed length, um	global-route usage, %	up-vias	part of all wire (%)
li1	-	-	2420	-
met1	6985	47.09	2211	48
met2	6099	49.24	220	42
met3	1218	4.853	25	8.4
met4	268	4.289	0	1.8
met5	0	0	-	0
-- power by group --
part / internal, mW / switching (mW)
registers: 0 / 0
logic: 0.131 / 0.150
clock network: 0 / 0
-- layout make-up --
type	instances	area [sq um]	share of cell area, %
repair buffers	67	650.6	12.66
inverters	79	296.5	5.772
well taps	108	135.1	2.630
multi-input cells	549	4055	78.93
-- critical path, cell delays in order --
cell and delay, ps:
clkdlybuf4s50_1 700, inv_1 170, ha_1 370, a211oi_1 500, o21ai_1 230, a2111oi_2 590
o21bai_1 150, a21oi_1 190, xnor2_1 100, a221oi_2 320, ha_1 280, xor2_1 150
xnor2_1 180, xnor2_1 150, xnor2_1 150, xnor2_1 150, clkdlybuf4s50_1 490
Power and IR drop assume default switching activity.
