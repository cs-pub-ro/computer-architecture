[flow/run.sh]
#!/bin/bash
# OpenROAD 26Q1-2900-gdf79404cd8, Yosys 0.63+post, stock flow scripts
make -C /OpenROAD-flow-scripts/flow DESIGN_CONFIG=/design/flow/config.mk WORK_HOME=/design/flow/orfs finish
[flow/config.mk]
export PLATFORM = sky130hd
export DESIGN_NAME = Execute_Sol
export DESIGN_NICKNAME = Execute_Sol
export VERILOG_FILES = /design/flow/design.v
export SDC_FILE = /design/flow/constraint.sdc
export NUM_CORES = 4
export LEC_CHECK = 1
export CORE_UTILIZATION = 50
[flow/constraint.sdc]
current_design Execute_Sol

set clk_period 10.1
set clk_io_pct 0.2

create_clock -name clk0 -period $clk_period [get_ports {i_w_clk}]

set non_clock_inputs [all_inputs -no_clocks]
set_input_delay [expr $clk_period * $clk_io_pct] -clock clk0 $non_clock_inputs
set_output_delay [expr $clk_period * $clk_io_pct] -clock clk0 [all_outputs]
[flow/design.v]
`timescale 1ns / 1ps
module ALU #(
    parameter p_data_width = 16,
    parameter p_opcode_width = 4,
    parameter p_opcode_ADC = 4'd0,
    parameter p_opcode_AND = 4'd1,
    parameter p_opcode_OR  = 4'd2,
    parameter p_opcode_SHL = 4'd3,
    parameter p_opcode_SHR = 4'd4,
    parameter p_opcode_SAR = 4'd5
) (
    output wire [(p_data_width-1):0] o_w_out, 
    input wire [(p_data_width-1):0] i_w_in1,  
    input wire [(p_data_width-1):0] i_w_in2, 
    input wire [(p_opcode_width-1):0] i_w_opcode, 
    input wire i_w_carry,              
    input wire i_w_oe                 
);
    reg [(p_data_width-1):0] l_r_result;
    always @(*) begin
        case (i_w_opcode)
            p_opcode_ADC: begin
                l_r_result = i_w_in1 + i_w_in2 + i_w_carry; 
            end
            p_opcode_AND: begin
                l_r_result = i_w_in1 & i_w_in2; 
            end
            p_opcode_OR: begin
                l_r_result = i_w_in1 | i_w_in2; 
            end
            p_opcode_SHL: begin
                l_r_result = i_w_in1 << 1; 
            end
            p_opcode_SHR: begin
                l_r_result = i_w_in1 >> 1;  
            end
            p_opcode_SAR: begin
                l_r_result = {i_w_in1[p_data_width-1], i_w_in1[p_data_width-1:1]}; 
            end
            default: begin
                l_r_result = 16'd0; 
            end
        endcase
    end
    assign o_w_out = i_w_oe ? l_r_result : {p_data_width{1'b0}};
endmodule
`timescale 1ns / 1ps
module Execute_Sol #(
    parameter p_data_width = 16
)(
    output [p_data_width-1:0] out_t1,  
    input [p_data_width-1:0] i_ir,     
    input [p_data_width-1:0] i_t1,     
    input [p_data_width-1:0] i_t2,     
    input i_w_clk,                     
    input i_w_reset,                   
    input i_w_carry                    
);
    localparam ADC  = 4'd0;
    localparam AND  = 4'd1;
    localparam OR   = 4'd2;
    localparam SHL  = 4'd3;
    localparam SHR  = 4'd4;
    localparam SAR  = 4'd5;
    wire l_w_t1_we, l_w_t1_oe;
    wire [p_data_width-1:0] l_w_t1_out;
    register #(.p_data_width(p_data_width)) instanta_t1 (
        .o_w_out(l_w_t1_out),
        .i_w_clk(i_w_clk),
        .i_w_reset(i_w_reset),
        .i_w_in(i_t1),
        .i_w_we(l_w_t1_we),
        .i_w_oe(l_w_t1_oe)
    );
    wire l_w_t2_we, l_w_t2_oe;
    wire [p_data_width-1:0] l_w_t2_out;
    register #(.p_data_width(p_data_width)) instanta_t2 (
        .o_w_out(l_w_t2_out),
        .i_w_clk(i_w_clk),
        .i_w_reset(i_w_reset),
        .i_w_in(i_t2),
        .i_w_we(l_w_t2_we),
        .i_w_oe(l_w_t2_oe)
    );
    wire [3:0] l_w_opcode;
    wire l_w_alu_oe;
    ALU #(.p_data_width(p_data_width),
          .p_opcode_width(4),    
          .p_opcode_ADC(4'd0),   
          .p_opcode_AND(4'd1),   
          .p_opcode_OR(4'd2),    
          .p_opcode_SHL(4'd3),   
          .p_opcode_SHR(4'd4),   
          .p_opcode_SAR(4'd5)) alu (
                .o_w_out(out_t1),
                .i_w_in1(l_w_t1_out),
                .i_w_in2(l_w_t2_out),
                .i_w_opcode(l_w_opcode),
                .i_w_carry(i_w_carry),
                .i_w_oe(l_w_alu_oe)
    );
    localparam STATE_INITIAL = 3'd0;
    localparam STATE_T1_WRITE = 3'd1;
    localparam STATE_T2_WRITE = 3'd2;
    localparam STATE_T_STORE = 3'd3;
    localparam STATE_ALU_EXEC = 3'd4;
    reg [2:0] l_r_state, l_r_next_state;
    always @(posedge i_w_clk or negedge i_w_reset) begin
        if (!i_w_reset) begin
            l_r_state <= STATE_INITIAL;
        end else begin
            l_r_state <= l_r_next_state;
        end
    end
    reg l_r_t1_we, l_r_t1_oe;
    reg l_r_t2_we, l_r_t2_oe;
    reg [3:0] l_r_opcode;
    reg l_r_alu_oe;
    always @(*) begin
        l_r_t1_we = 0;
        l_r_t1_oe = 0;
        l_r_t2_we = 0;
        l_r_t2_oe = 0;
        l_r_opcode = 4'd0;
        l_r_alu_oe = 0; 
        case (l_r_state)
            STATE_INITIAL: begin
                l_r_t1_oe = 0;
                l_r_t2_oe = 0;
                l_r_next_state = STATE_T1_WRITE;
            end
            STATE_T1_WRITE: begin
                l_r_t1_we = 1; 
                if (i_ir[1]) begin 
                        l_r_next_state = STATE_T2_WRITE;
                    end
                else begin
                    l_r_next_state = STATE_T_STORE;
                end
            end 
            STATE_T2_WRITE: begin
                l_r_t2_we = 1;
                l_r_next_state = STATE_T_STORE;
            end
            STATE_T_STORE: begin
                l_r_t1_we = 0;
                l_r_t2_we = 0;
                l_r_next_state = STATE_ALU_EXEC;
            end
            STATE_ALU_EXEC: begin
                l_r_t1_oe = 1;
                l_r_t2_oe = i_ir[1]; 
                case (i_ir[6:4])
                    3'b100: l_r_opcode = ADC;
                    3'b001: l_r_opcode = (i_ir[1]) ? AND : SHL;
                    3'b101: l_r_opcode = (i_ir[1]) ? OR : SHR;
                    3'b011: l_r_opcode = SAR;
                    default: l_r_opcode = 4'd0;
                endcase
                l_r_alu_oe = 1; 
                l_r_next_state = STATE_ALU_EXEC;
            end
            default: l_r_next_state = STATE_INITIAL;
        endcase
    end
    assign l_w_t1_we = l_r_t1_we;
    assign l_w_t1_oe = l_r_t1_oe;
    assign l_w_t2_we = l_r_t2_we;
    assign l_w_t2_oe = l_r_t2_oe;
    assign l_w_opcode = l_r_opcode;
    assign l_w_alu_oe = l_r_alu_oe;
endmodule
module register #(
    parameter p_data_width = 8
) (
    output wire [(p_data_width - 1):0] o_w_disp_out,
    output wire [(p_data_width - 1):0] o_w_out,
    input wire [(p_data_width - 1):0] i_w_in,
    input wire i_w_clk,
    input wire i_w_reset,
    input wire i_w_we,
    input wire i_w_oe
);
    reg [(p_data_width - 1):0] l_r_data;
    always @(posedge i_w_clk or negedge i_w_reset) begin
        if(!i_w_reset) begin
            l_r_data <= 0;
        end else begin
            if(i_w_we) begin
                l_r_data <= i_w_in;
            end
        end
    end
    assign o_w_out = i_w_oe ? l_r_data : {p_data_width{1'b0}};
    assign o_w_disp_out = l_r_data;
endmodule
==> results_dict.tcl <==
# collected from the flow reports
set metrics [dict create \
    post_cts_buffers 0 \
    area.growth.synth_to_final_pct 19.3 \
    fin_skew_ns 0.00424 \
    place_hpwl_mm 5.94 \
    endpoint_kind "output pin" \
    whs_path_depth 0 \
    row_count 29 \
    finalWorstSetupSlack_ns 2.52 \
    vias 2695 \
    critPathMaxFanout 17 \
    clockBufferDepth 2 \
    cts_inserted_buffers 5 \
    ant_nets 0 \
    p_clk_share_pct 21.9 \
    hold_path.class "reg2reg" \
    ys_types 67 \
    wl_per_cell_um 16.2 \
    die-area_mm2 0.00683 \
    yosys_area_mm2 0.00325 \
    cts_hold_buffers 0 \
    mux_share_pct 11.1 \
    worstHoldStart "l_r_state[0]" \
    status "completed" \
    fp.dieW_um 82.6 \
    cts_root_buf "clkbuf_8" \
    dr.pass1.iters 6 \
    die_h_um 82.6 \
    grt_pass1_vias 2456 \
    slew_headroom_pct 44.1 \
    ys_sh_simple_pct 15.4 \
    synth_cells 353 \
    synthArstFlopShare_pct 100 \
    ys_cells 353 \
    place_congestion 0.909 \
    cp-start-kind "primary input" \
    cts_resized 0 \
    setup_viol 0 \
    power.switching_uw 157 \
    cts.sinks 37 \
    n_antenna_cell 0 \
    final.fill_count 564 \
    cts_tree "built" \
    drc 0 \
    setup_tns_ns 0 \
    htree_levels 2 \
    antenna_found_initial 0 \
    comb_power_share_pct 41.7 \
    wl_mm 7.72 \
    maxSlewViolCount 0 \
    grt.total_usage_pct 25.6 \
    fp_util_pct 51.5 \
    fin_crit_sh_pct 75.0 \
    final_layout_size_suffix_gt1_share_pct 16.5 \
    grt_setup_unrepaired "no" \
    critical_path_class "in2out" \
    min_to "l_r_state[3]" \
    clk_latency_ns 0.28 \
    worst_pin_slew_ns 0.838 \
    switching_share_pct 31.4 \
    warnings 55 \
    vdd_ir_drop_max_v 0.000127 \
    viasPerCell 5.65 \
    power_density_mw_per_mm2 129 \
    ys_sh_adder_pct 13.5 \
    max_cap_violations 0 \
    synth_compound_gate_area_share_pct 19.8 \
    worstPathRequired_ns 8.08 \
    fmax_ghz 0.132 \
    edf_count 0 \
    overflow 0 \
    synth_area_mm2 0.00325 \
    pre_cts_ws_ns 2.51 \
    syn_area_per_cell_um2 9.21 \
    top_logic_kind "AND-OR/OR-AND gates" \
    p_leak_uw 0.00175 \
    worst-r2r-setup-slack_ns 8.77 \
    drt_iter0_drc 125 \
    finalHoldViolCount 0 \
    reg2reg_from "l_r_state[3]" \
    clk_pin_slew_ns 0.07 \
    p_seq_share_pct 36.4 \
    io_buffer_count 54 \
    cp_data_arrival_time_ns 5.56 \
    grt_max_degree 38 \
    grt_pass1_wl_mm 12.5 \
    p_int_uw 344 \
    synth-xor-area-share_pct 3.50 \
    ys_ff 37 \
    worst-r2r-cell-count 1 \
    pin_count 67 \
    yosys_warnings 3 \
    postSynthSeqShare_pct 28.5 \
    post-route-min-period_ns 7.58 \
    flop_cell "dfrtp_1" \
    core_area_mm2 0.00631 \
    fin_total_pwr_uw 502 \
    reg2reg_to "instanta_t1.l_r_data[8]" \
]
==> power by group through the flow <==
| stage | logic [µW] | clock network [µW] | registers [µW] |
|---|---|---|---|
| 4_1_cts | 210 | 114 | 182 |
| 5_1_grt | 238 | 121 | 185 |
| 6_report | 209 | 110 | 183 |
==> cell usage after synthesis, types with 2 or more instances <==
cell type	number	share of area, %
ha_1	32	12
o21ai_1	10	1.5
nand2_1	37	4.3
buf_6	4	1.4
buf_2	3	0.46
o21bai_1	4	0.92
o21a_1	2	0.46
dfrtp_1	36	28
a22oi_1	10	2.3
and3_2	2	0.46
nand4b_1	2	0.54
clkbuf_1	6	0.69
and2_1	5	0.96
a21oi_1	18	2.8
nand4_1	2	0.38
and3_1	12	2.3
xnor2_1	11	3.0
a221oi_1	5	1.3
mux2_2	32	11
nand2b_1	4	0.77
fa_1	2	1.2
a21o_2	2	0.54
nor2_1	6	0.69
o21ai_0	15	2.3
nor2b_1	8	1.5
inv_1	35	4.0
xor2_1	2	0.54
a21o_1	2	0.46
o31ai_1	2	0.46
nand3_1	2	0.31
a31oi_1	4	0.77
==> stage by stage <==
stage / instance area [µm²] / cells / hold slack [ns] / utilization [%]
6_report: 3880 / 477 / 0.391 / 61.4
5_1_grt: 3880 / 477 / 0.398 / 61.4
4_1_cts: 3880 / 477 / 0.393 / 61.4
3_5_place_dp: 3780 / 469 / 0.383 / 59.8
3_3_place_gp: 3780 / 469 / 0.381 / 59.8
2_1_floorplan: 3250 / 353 / 0.379 / -
==> cell usage in the layout, fill, tap and decap left out, drive strengths merged, types with 4 or more instances in the layout <==
master         instances
xnor2                 11
a21oi                 19
ha                    32
and2                   5
nand2b                 4
o21bai                 4
mux2                  32
inv                   35
clkdlybuf4s50         53
a21o                   4
a31oi                  4
clkbuf                 7
buf                    4
dfrtp                 36
and3                  14
nor2b                  9
a221oi                 6
nor2                   7
nand2                 38
a22oi                 11
o21ai                 26
==> kinds of logic after synthesis <==
family / count (synthesis)
fa+ha+maj: 34
xor+xnor: 13
buf+inv: 53
other cells: 1
compound gates: 92
simple gates: 91
flops: 37
mux: 32
==> cell type report <==
cell class / count / area (µm²) / share of cell area [%]
tap: 77 / 96.3 / 2.48
clock inverter: 1 / 5.00 / 0.129
sequential: 37 / 927 / 23.9
multi-input combinational: 263 / 2060 / 53.2
inverter: 35 / 131 / 3.39
clock buffer: 7 / 96.3 / 2.48
timing repair buffer: 57 / 558 / 14.4
==> worst max-delay path, cell delays in order <==
cell,delay [ns]
clkdlybuf4s50_1,0.79
and3_1,0.27
inv_1,0.08
fa_1,0.43
fa_1,0.43
nor2b_2,0.15
o2111a_1,0.25
nor3_2,0.09
o311ai_2,0.30
xnor2_1,0.10
o21ai_1,0.15
clkdlybuf4s50_1,0.48
==> how the worst max path moves through the flow <==
stage                   start    endpoint  slack (ns)
final                 i_ir[1]  out_t1[14]        2.52
after global routing  i_ir[1]  out_t1[12]        2.30
after CTS             i_ir[1]  out_t1[14]        2.49
==> sequential cells by signal (all words and copies together) (netlist names) <==
register and cells:
instanta_t1.l_r_data 16, instanta_t2.l_r_data 16, l_r_state 5
==> per-layer routing <==
metal  wire, µm  vias up  GRT usage [%]
met5          0        -              0
met4        132        0           3.62
met3        450       14           4.68
met2       3340       89           36.4
met1       3800     1263           42.4
li1           -     1329              -
No activity file was given, so power comes from the tool's default toggle rates.
