**design/flow/config.mk**
```make
export PLATFORM = sky130hd
export DESIGN_NAME = control_unit
export DESIGN_NICKNAME = control_unit
export VERILOG_FILES = /design/flow/design.v
export SDC_FILE = /design/flow/constraint.sdc
export NUM_CORES = 4
export LEC_CHECK = 1
export CORE_UTILIZATION = 30
```
**design/flow/constraint.sdc**
```tcl
current_design control_unit

set clk_period 3.9
set clk_io_pct 0.2

create_clock -name clk0 -period $clk_period [get_ports {i_w_clk}]

set non_clock_inputs [all_inputs -no_clocks]
set_input_delay [expr $clk_period * $clk_io_pct] -clock clk0 $non_clock_inputs
set_output_delay [expr $clk_period * $clk_io_pct] -clock clk0 [all_outputs]
```
**design/flow/design.v**
```verilog
module control_unit #(
    parameter p_data_width = 16,
    parameter p_opcode_width = 4,
    parameter p_opcode_ADC = 4'd0,
    parameter p_opcode_SBB1 = 4'd1,
    parameter p_opcode_SBB2 = 4'd2,
    parameter p_opcode_NOT = 4'd3,
    parameter p_opcode_AND = 4'd4,
    parameter p_opcode_OR = 4'd5,
    parameter p_opcode_XOR = 4'd6,
    parameter p_opcode_SHL = 4'd7,
    parameter p_opcode_SHR = 4'd8,
    parameter p_opcode_SAR = 4'd9,
    parameter p_regs_address_width = 3,
    parameter p_RA_address = 3'd0,
    parameter p_RB_address = 3'd1,
    parameter p_RC_address = 3'd2,
    parameter p_SP_address = 3'd3,
    parameter p_XA_address = 3'd4,
    parameter p_XB_address = 3'd5,
    parameter p_BA_address = 3'd6,
    parameter p_BB_address = 3'd7
) (
    output reg                                 o_r_alu_oe,
    output reg                                 o_r_alu_carry,
    output reg [(p_opcode_width-1) : 0]        o_r_alu_opcode,
    output reg                                 o_r_ram_oe,
    output reg                                 o_r_ram_we,
    output reg                                 o_r_io_oe,
    output reg                                 o_r_io_we,
    output reg [(p_regs_address_width-1) : 0]  o_r_regs_addr,
    output reg                                 o_r_regs_oe,
    output reg                                 o_r_regs_we,
    output reg                                 o_r_pc_oe,
    output reg                                 o_r_pc_we,
    output reg                                 o_r_flags_sel,         
    output reg                                 o_r_flags_oe,
    output reg                                 o_r_flags_we,
    output reg                                 o_r_ma_oe,
    output reg                                 o_r_ma_we,
    output reg                                 o_r_ioa_oe,
    output reg                                 o_r_ioa_we,
    output reg                                 o_r_t1_oe,
    output reg                                 o_r_t1_we,
    output reg                                 o_r_t2_oe,
    output reg                                 o_r_t2_we,
    output reg                                 o_r_ir_oe,           
    output reg                                 o_r_ir_we,
    input wire                                 i_w_clk,
    input wire                                 i_w_reset,
    input wire [(p_data_width - 1) : 0]        i_w_ir,
    input wire [(p_data_width - 1) : 0]        i_w_flags
);
localparam l_p_state_width = 16;
wire [0:6]                      l_w_cop;
wire                            l_w_d;
wire [0:1]                      l_w_mod;
wire [0:2]                      l_w_rg;
wire [0:2]                      l_w_rm;
assign l_w_cop  = {i_w_ir[0], i_w_ir[1], i_w_ir[2], i_w_ir[3], i_w_ir[4], i_w_ir[5], i_w_ir[6]};
assign l_w_d    = {i_w_ir[7]};
assign l_w_mod  = {i_w_ir[8], i_w_ir[9]};
assign l_w_rg   = {i_w_ir[10], i_w_ir[11], i_w_ir[12]};
assign l_w_rm   = {i_w_ir[13], i_w_ir[14], i_w_ir[15]};
localparam l_p_state_RESET            = 16'h00;             
localparam l_p_state_FETCH            = 16'h10;             
localparam l_p_state_DECODE           = 16'h20;             
localparam l_p_state_ADDR_SUM         = 16'h30;             
localparam l_p_state_ADDR_REG         = 16'h34;             
localparam l_p_state_ADDR_IO          = 16'h3c;             
localparam l_p_state_LOAD_SRC_REG     = 16'h40;             
localparam l_p_state_LOAD_SRC_MEM     = 16'h44;             
localparam l_p_state_LOAD_SRC_IO      = 16'h4c;             
localparam l_p_state_LOAD_DST_REG     = 16'h50;             
localparam l_p_state_LOAD_DST_MEM     = 16'h54;             
localparam l_p_state_NO_LOAD_DST_REG   = 16'h60;             
localparam l_p_state_NO_LOAD_DST_IO    = 16'h6c;             
localparam l_p_state_EXEC_ONE_OP         = 16'h70;             
localparam l_p_state_EXEC_TWO_OP         = 16'h74;             
localparam l_p_state_EXEC_TRANSFER      = 16'h78;             
localparam l_p_state_STORE_REG        = 16'h80;             
localparam l_p_state_STORE_MEM        = 16'h84;             
localparam l_p_state_STORE_IO         = 16'h8c;             
localparam l_p_state_INC_PC           = 16'h90;             
reg [(l_p_state_width - 1) : 0] l_r_state = l_p_state_RESET, l_r_state_next;
reg [(l_p_state_width - 1) : 0] l_r_decoded_src, l_r_decoded_src_next;       
reg [(l_p_state_width - 1) : 0] l_r_decoded_dst, l_r_decoded_dst_next;       
reg [(l_p_state_width - 1) : 0] l_r_decoded_exec, l_r_decoded_exec_next;     
reg [(l_p_state_width - 1) : 0] l_r_decoded_store, l_r_decoded_store_next;   
reg l_r_decoded_d, l_r_decoded_d_next;                               
reg [0:2] l_r_decoded_rg, l_r_decoded_rg_next;                       
always @(posedge i_w_clk or negedge i_w_reset) begin
    if (!i_w_reset) begin
        l_r_state <= l_p_state_RESET;
    end else begin
        l_r_state <= l_r_state_next;
        if(l_r_state == l_p_state_DECODE) begin
            l_r_decoded_src <= l_r_decoded_src_next;
            l_r_decoded_dst <= l_r_decoded_dst_next;
            l_r_decoded_exec <= l_r_decoded_exec_next;
            l_r_decoded_store <= l_r_decoded_store_next;
            l_r_decoded_d <= l_r_decoded_d_next;
            l_r_decoded_rg <= l_r_decoded_rg_next;
        end
    end
end
always @(*) begin
    l_r_state_next = l_p_state_RESET;
    l_r_decoded_src_next = l_p_state_RESET;
    l_r_decoded_dst_next = l_p_state_RESET;
    l_r_decoded_exec_next = l_p_state_RESET;
    l_r_decoded_store_next = l_p_state_RESET;
    l_r_decoded_d_next = 0;
    l_r_decoded_rg_next = 0;
    o_r_alu_oe = 0;
    o_r_alu_carry = 0;
    o_r_alu_opcode = 0;
    o_r_ram_oe = 0;
    o_r_ram_we = 0;
    o_r_io_oe = 0;
    o_r_io_we = 0;
    o_r_regs_addr = 0;
    o_r_regs_oe = 0;
    o_r_regs_we = 0;
    o_r_pc_oe = 0;
    o_r_pc_we = 0;
    o_r_flags_sel = 0;
    o_r_flags_oe = 0;
    o_r_flags_we = 0;
    o_r_ma_oe = 0;
    o_r_ma_we = 0;
    o_r_ioa_oe = 0;
    o_r_ioa_we = 0;
    o_r_t1_oe = 0;
    o_r_t1_we = 0;
    o_r_t2_oe = 0;
    o_r_t2_we = 0;
    o_r_ir_oe = 0;
    o_r_ir_we = 0;
    case(l_r_state)
        l_p_state_RESET: begin
            l_r_state_next = l_p_state_FETCH;
        end
        l_p_state_FETCH: begin
            o_r_pc_oe = 1;
            o_r_ma_we = 1;
            l_r_state_next = l_p_state_FETCH + 1;
        end
        l_p_state_FETCH + 'd1: begin
            o_r_ma_oe = 1;
            l_r_state_next = l_p_state_FETCH + 2;
        end
        l_p_state_FETCH + 'd2: begin
            o_r_ram_oe = 1;
            o_r_ir_we = 1;
            l_r_state_next = l_p_state_DECODE;
        end
        l_p_state_DECODE: begin
            if(l_w_cop[0:3] == 4'b0001) begin            
                l_r_decoded_d_next      = 0;
                l_r_decoded_rg_next     = l_w_rg;
                l_r_decoded_dst_next    = l_w_mod == 2'b11 ? l_p_state_LOAD_DST_REG : l_p_state_LOAD_DST_MEM;
                l_r_decoded_src_next    = l_r_decoded_dst_next;
                l_r_decoded_exec_next   = l_p_state_EXEC_ONE_OP;
                l_r_decoded_store_next  = l_w_mod == 2'b11 ? l_p_state_STORE_REG : l_p_state_STORE_MEM;
            end
            else if(l_w_cop[0:2] == 3'b010) begin        
                l_r_decoded_d_next      = l_w_d;
                l_r_decoded_rg_next     = l_w_rg;
                l_r_decoded_dst_next    = (l_w_mod == 2'b11) || (l_w_d == 1) ? l_p_state_LOAD_DST_REG : l_p_state_LOAD_DST_MEM;
                l_r_decoded_src_next    = (l_w_mod == 2'b11) || (l_w_d == 0) ? l_p_state_LOAD_SRC_REG : l_p_state_LOAD_SRC_MEM;
                l_r_decoded_exec_next   = l_p_state_EXEC_TWO_OP;
                l_r_decoded_store_next  = !l_w_cop[3] ? l_p_state_INC_PC : ((l_w_mod == 2'b11) || (l_w_d == 1) ? l_p_state_STORE_REG : l_p_state_STORE_MEM);
            end
            else if(l_w_cop[0:5] == 6'b100000) begin     
                l_r_decoded_d_next      = !l_w_cop[6] ? 1 : 0;
                l_r_decoded_rg_next     = p_RA_address;
                l_r_decoded_dst_next    = !l_w_cop[6] ? l_p_state_NO_LOAD_DST_REG : l_p_state_NO_LOAD_DST_IO;
                l_r_decoded_src_next    = !l_w_cop[6] ? l_p_state_LOAD_SRC_IO : l_p_state_LOAD_SRC_REG;
                l_r_decoded_exec_next   = l_p_state_EXEC_TRANSFER;
                l_r_decoded_store_next  = !l_w_cop[6] ? l_p_state_STORE_REG : l_p_state_STORE_IO;
            end
            if(l_w_cop[0] == 0) begin
                case(l_w_mod)
                    2'b00: begin
                        l_r_state_next = l_w_rm[0] ? l_p_state_ADDR_REG : l_p_state_ADDR_SUM;
                    end
                    2'b11: begin
                        l_r_state_next = l_r_decoded_src_next;
                    end
                endcase
            end
            else begin
                if(l_w_cop[0:5] == 6'b100000) begin      
                    l_r_state_next = l_p_state_ADDR_IO;
                end
            end
        end
        l_p_state_ADDR_SUM: begin
            o_r_regs_addr = l_w_rm[1] ? p_BB_address : p_BA_address;
            o_r_regs_oe = 1;
            o_r_t1_we = 1;
            l_r_state_next = l_p_state_ADDR_SUM + 1;
        end
        l_p_state_ADDR_SUM + 'd1: begin
            o_r_regs_addr = l_w_rm[2] ? p_XB_address : p_XA_address;
            o_r_regs_oe = 1;
            o_r_t2_we = 1;
            l_r_state_next = l_p_state_ADDR_SUM + 2;
        end
        l_p_state_ADDR_SUM + 'd2: begin
            o_r_t1_oe = 1;
            o_r_t2_oe = 1;
            o_r_alu_carry = 0;
            o_r_alu_opcode = p_opcode_ADC;
            o_r_alu_oe = 1;
            if(l_r_decoded_d)
                o_r_t2_we = 1;
            else
                o_r_t1_we = 1;
            l_r_state_next = l_r_decoded_src;
        end
        l_p_state_ADDR_REG: begin
            o_r_regs_addr = l_w_rm;
            o_r_regs_oe = 1;
            if(l_r_decoded_d)
                o_r_t2_we = 1;
            else
                o_r_t1_we = 1;
            l_r_state_next = l_r_decoded_src;
        end
        l_p_state_ADDR_IO: begin
            o_r_ir_oe = 1;
            if(l_r_decoded_d)
                o_r_t2_we = 1;
            else
                o_r_t1_we = 1;
            l_r_state_next = l_r_decoded_src;
        end
        l_p_state_LOAD_SRC_REG: begin
            o_r_regs_addr = l_r_decoded_d ? l_w_rm : l_r_decoded_rg;
            o_r_regs_oe = 1;
            o_r_t2_we = 1;
            l_r_state_next = l_r_decoded_dst;
        end
        l_p_state_LOAD_SRC_MEM: begin
            o_r_t1_oe = 0;
            o_r_t2_oe = 1;
            o_r_alu_opcode = p_opcode_OR;
            o_r_alu_oe = 1;
            o_r_ma_we = 1;
            l_r_state_next = l_p_state_LOAD_SRC_MEM + 1;
        end
        l_p_state_LOAD_SRC_MEM + 'd1: begin
            o_r_ma_oe = 1;
            l_r_state_next = l_p_state_LOAD_SRC_MEM + 2;
        end
        l_p_state_LOAD_SRC_MEM + 'd2: begin
            o_r_ram_oe = 1;
            o_r_t2_we = 1;
            l_r_state_next = l_r_decoded_dst;
        end
        l_p_state_LOAD_SRC_IO: begin
            o_r_t1_oe = 0;
            o_r_t2_oe = 1;
            o_r_alu_opcode = p_opcode_OR;
            o_r_alu_oe = 1;
            o_r_ioa_we = 1;
            l_r_state_next = l_p_state_LOAD_SRC_IO + 1;
        end
        l_p_state_LOAD_SRC_IO + 'd1: begin
            o_r_ioa_oe = 1;
            o_r_io_oe = 1;
            o_r_t2_we = 1;
            l_r_state_next = l_r_decoded_dst;
        end
        l_p_state_LOAD_DST_REG: begin
            o_r_regs_addr = l_r_decoded_d ? l_r_decoded_rg : l_w_rm;
            o_r_regs_oe = 1;
            o_r_t1_we = 1;
            l_r_state_next = l_r_decoded_exec;
        end
        l_p_state_LOAD_DST_MEM: begin
            o_r_t1_oe = 1;
            o_r_t2_oe = 0;
            o_r_alu_opcode = p_opcode_OR;
            o_r_alu_oe = 1;
            o_r_ma_we = 1;
            l_r_state_next = l_p_state_LOAD_DST_MEM + 1;
        end
        l_p_state_LOAD_DST_MEM + 'd1: begin
            o_r_ma_oe = 1;
            l_r_state_next = l_p_state_LOAD_DST_MEM + 2;
        end
        l_p_state_LOAD_DST_MEM + 'd2: begin
            o_r_ram_oe = 1;
            o_r_t1_we = 1;
            l_r_state_next = l_r_decoded_exec;
        end
        l_p_state_NO_LOAD_DST_REG: begin
            l_r_state_next = l_r_decoded_exec;
        end
        l_p_state_NO_LOAD_DST_IO: begin
            o_r_t1_oe = 1;
            o_r_t2_oe = 0;
            o_r_alu_opcode = p_opcode_OR;
            o_r_alu_oe = 1;
            o_r_ioa_we = 1;
            l_r_state_next = l_r_decoded_exec;
        end
        l_p_state_EXEC_ONE_OP: begin
            o_r_t1_oe = 1;
            case(l_w_cop[4:6])
                3'b000: begin                                
                    o_r_alu_carry = 1;
                    o_r_alu_opcode = p_opcode_ADC;
                end
                3'b001: begin                                
                    o_r_alu_carry = 1;
                    o_r_alu_opcode = p_opcode_SBB1;
                end
                3'b010: begin                                
                    o_r_alu_carry = 0;
                    o_r_alu_opcode = p_opcode_SBB2;
                end
                3'b011: begin                                
                    o_r_alu_opcode = p_opcode_NOT;
                end
                3'b100: o_r_alu_opcode = p_opcode_SHL;                   
                3'b101: o_r_alu_opcode = p_opcode_SHR;                   
                3'b110: o_r_alu_opcode = p_opcode_SAR;                   
            endcase
            o_r_alu_oe = 1;
            o_r_t1_we = 1;
            o_r_flags_sel = 1;
            o_r_flags_we = 1;
            l_r_state_next = l_r_decoded_store;
        end
        l_p_state_EXEC_TWO_OP: begin
            o_r_t1_oe = 1;
            o_r_t2_oe = 1;
            case(l_w_cop[4:6])
                3'b000: begin                                
                    o_r_alu_carry = 0;
                    o_r_alu_opcode = p_opcode_ADC;
                end
                3'b001: begin                                
                    o_r_alu_carry = i_w_flags[0];
                    o_r_alu_opcode = p_opcode_ADC;
                end
                3'b010: begin                                
                    o_r_alu_carry = 0;
                    o_r_alu_opcode = p_opcode_SBB1;
                end
                3'b011: begin                                
                    o_r_alu_carry = i_w_flags[0];
                    o_r_alu_opcode = p_opcode_SBB1;
                end
                3'b100: o_r_alu_opcode = p_opcode_AND;          
                3'b101: o_r_alu_opcode = p_opcode_OR;           
                3'b110: o_r_alu_opcode = p_opcode_XOR;          
            endcase
            o_r_alu_oe = 1;
            o_r_t1_we = 1;
            o_r_flags_sel = 1;
            o_r_flags_we = 1;
            l_r_state_next = l_r_decoded_store;
        end
        l_p_state_EXEC_TRANSFER: begin
            o_r_t1_oe = 0;
            o_r_t2_oe = 1;
            o_r_alu_opcode = p_opcode_OR;
            o_r_alu_oe = 1;
            o_r_t1_we = 1;
            l_r_state_next = l_r_decoded_store;
        end
        l_p_state_STORE_REG: begin
            o_r_t1_oe = 1;
            o_r_t2_oe = 0;
            o_r_alu_opcode = p_opcode_OR;
            o_r_alu_oe = 1;
            o_r_regs_addr = l_r_decoded_d ? l_r_decoded_rg : l_w_rm;
            o_r_regs_we = 1;
            l_r_state_next = l_p_state_INC_PC;
        end
        l_p_state_STORE_MEM: begin
            o_r_t1_oe = 1;
            o_r_t2_oe = 0;
            o_r_alu_opcode = p_opcode_OR;
            o_r_alu_oe = 1;
            o_r_ma_oe = 1;
            o_r_ram_we = 1;
            l_r_state_next = l_p_state_STORE_MEM + 1;
        end
        l_p_state_STORE_MEM + 'd1: begin
            l_r_state_next = l_p_state_INC_PC;
        end
        l_p_state_STORE_IO: begin
            o_r_t1_oe = 1;
            o_r_t2_oe = 0;
            o_r_alu_opcode = p_opcode_OR;
            o_r_alu_oe = 1;
            o_r_ioa_oe = 1;
            o_r_io_we = 1;
            l_r_state_next = l_p_state_INC_PC;
        end
        l_p_state_INC_PC: begin
            o_r_pc_oe = 1;
            o_r_t1_we = 1;
            l_r_state_next = l_p_state_INC_PC + 1;
        end
        l_p_state_INC_PC + 'd1: begin
            o_r_t1_oe = 1;
            o_r_pc_we = 1;
            o_r_alu_oe = 1;
            o_r_alu_carry = 1;
            o_r_alu_opcode = p_opcode_ADC;
            l_r_state_next = l_p_state_FETCH;
        end
        default: l_r_state_next = l_p_state_RESET;
    endcase
end
assign o_w_state_disp_out = l_r_state;
endmodule
```
**design/flow/run.sh**
```bash
#!/bin/bash
# OpenROAD 26Q1-2900-gdf79404cd8, Yosys 0.63+post, stock flow scripts
make -C /OpenROAD-flow-scripts/flow DESIGN_CONFIG=/design/flow/config.mk WORK_HOME=/design/flow/orfs finish
```
==> run summary <==
run metrics: outcome=finished clean, FF-to-FF Start=l_r_state[2], post-layout util=38.9%, Critical Path Start=l_r_state[1], worst vdd ir=147 uV, post-DP HPWL=4920 um, Hold Violations, Final=0, All-Layer GR Usage=17.8%, Reg2Reg Setup Slack=1.27 ns, Late-Pin Clk Latency=0.27 ns, setup violators final=0, Post-synth top flop=edfxtp_1, PortBufs=47, critical path endpoint category=output pin, Post-synth seq share=31.7%, WL final=6550 um, Worst Skew=0.00688 ns, Resized cells post-CTS=0, Vias=2,332, cell type with the largest total area after synthesis=edfxtp_1, Final ANT Viol Nets=0, startpoint types=register, Num CTS Buffers=3, Critical Path RT=3.12 ns, Root Buffer Master=clkbuf_8, largest net degree at the start of global routing=27, cells in synth_stat.txt=288, Post-synth top cells=nor2_1, nand2_1, o21ai_0, main area contributors=edfxtp_1, dfrtp_1, nor2_1, Netlist Area Pre-Place=0.00224 mm^2, DRC=0, hold crit path type=reg2reg, row count=31, area grow syn2layout=25.7%, cts-stage hold buffer count=0, gr ovfl total=0, Yosys top cell by instances=nor2_1, asr flop ratio synth=32.0%, router iterations before antenna repair=21, period utilisation layout=91.7%, CTS Buffer Depth=2, TNS Setup=0 ns, Setup crit end=o_r_t1_we, Fmax achieved=280 MHz, final worst setup slack=0.324 ns, Antenna Diode Count=0, worst hold start=l_r_decoded_src[6], layout cell share with drive strength beyond 1=7.12%, synthesized area per cell=7.79 um^2, arrival time at the worst endpoint=2.80 ns, Pre-Place Util=30.9%, Synth top area share=22.8%, Static Leak=1.08 nW, CP max FO=17, full die area=0.00782 mm^2, dpl ws=0.510 ns, via/cell ratio=5.53, Max-slew headroom=49.5%, maxcap violations=0, CTS tree=built, Die Height=88.5 um, ys flops=25, clk sink count=25, Post-Synthesis Cells=288, Critical R2R Capture=l_r_decoded_dst[4], 1st-iter DRT viols=196, tool warnings=41, YS warnings=2, I/O pin total=64, die width=88.5 um, routed wire length per instance=15.5 um, FF-to-FF path depth=5, area reported by Yosys stat=0.00224 mm^2, Core Area=0.00725 mm^2, initial antenna violation count=0, number of global-route vias before repair=2,085, slew of the pin with the lowest slew margin=0.757 ns, GP Congestion=0.953, power per cell area=382 mW/mm^2, post-synth cell types=55, Worst-path clk slew=0.09 ns, final slew viol count=0, kind of critical path=reg2out, Final min period=3.58 ns, Post-CTS Setup Repair Bufs=0, EDFF count, synth=17, H-tree depth=1, first-pass GRT wire length=10,500 um, RSZ-0062 raised after global routing=false
==> state kept, by name, summed over array words and instances, names as in the netlist <==
register / flops
l_r_decoded_exec: 2
l_r_decoded_dst: 4
l_r_decoded_store: 3
l_r_decoded_src: 4
l_r_decoded_d: 1
l_r_decoded_rg: 3
l_r_state: 8
==> stage by stage <==
step / area [um^2] / power [mW] / hold slack, ns / cells
after global routing: 2820 / 1.16 / 0.506 / 422
after global placement: 2770 / 0.922 / 0.442 / 418
after floorplan: 2240 / 0.723 / 0.427 / 288
final: 2820 / 1.08 / 0.467 / 422
after CTS: 2820 / 1.07 / 0.466 / 422
after detailed placement: 2770 / 0.916 / 0.441 / 418
==> worst max-delay path: stages, from the launching register on <==
cell             delay [ns]
dfrtp_1                0.57
or4_1                  0.82
nor2_1                 0.23
a21oi_1                0.09
o21ai_0                0.17
a221o_1                0.18
clkdlybuf4s50_1        0.46
==> final cells by class <==
class                   count  area, um^2
well taps                  99         124
fillers                   751        4430
clock buffers               4        45.0
repair buffers             56         538
multi-input cells         223        1350
flip-flops and latches     25         711
inverters                  15        56.3
==> layout by cell type, fill, tap and decap left out, drive strengths merged, types with 5 or more instances in the layout <==
cell           count
a31oi              6
dfrtp              8
nand3              7
nor3              16
a21oi             18
clkdlybuf4s50     47
nor4               5
nand2b             6
edfxtp            17
nor2              34
inv               15
o21ai             20
buf                9
nor2b              5
a211oi             7
nand2             22
==> per-layer routing <==
layer / part of all wire [%] / global-route usage [%] / routed length (um)
met5: 0 / 0 / 0
met4: 1.7 / 3.67 / 111
met3: 7.6 / 2.55 / 496
met2: 45 / 26.9 / 2950
met1: 46 / 27.8 / 2990
==> cells by family after synthesis <==
logic type / after synthesis / synth area share [%]
AND-OR/OR-AND: 85 / 24.8
XOR/XNOR: 4 / 1.56
adder cells (fa/ha/maj): 3 / 1.67
buffers and inverters: 40 / 8.31
flip-flops: 25 / 31.7
multiplexers: 1 / 0.446
other: 1 / 0.167
AND/OR/NAND/NOR: 129 / 31.4
==> worst min-delay path by stage <==
stage | to | slack [ns] | cells past startpoint
final | l_r_state[6] | 0.47 | 2
after global routing | l_r_state[6] | 0.51 | 2
after CTS | l_r_state[6] | 0.47 | 2
==> where the power goes <==
group          switching (mW)  internal (mW)  leakage, nW
Clock                  0.0822         0.0731       0.0228
Combinational           0.314          0.241        0.792
Sequential             0.0537          0.311        0.266
Power and IR drop assume default switching activity.
