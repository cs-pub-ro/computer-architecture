[config.mk]
export PLATFORM = sky130hd
export DESIGN_NAME = uc
export DESIGN_NICKNAME = uc
export VERILOG_FILES = /design/flow/design.v
export SDC_FILE = /design/flow/constraint.sdc
export NUM_CORES = 4
export LEC_CHECK = 1
export CORE_UTILIZATION = 40
[constraint.sdc]
current_design uc

set clk_period 6.0
set clk_io_pct 0.2

create_clock -name clk0 -period $clk_period [get_ports {i_w_clk}]

set non_clock_inputs [all_inputs -no_clocks]
set_input_delay [expr $clk_period * $clk_io_pct] -clock clk0 $non_clock_inputs
set_output_delay [expr $clk_period * $clk_io_pct] -clock clk0 [all_outputs]
[design.v]
`timescale 1ns / 1ps
module uc#(
    parameter p_data_width = 16  
) (
    output reg                      o_r_alu_oe,
    output reg                      o_r_alu_carry,
    output reg [3 : 0]              o_r_alu_opcode,
    output reg                      o_r_ram_oe,
    output reg                      o_r_ram_we,
    output reg                      o_r_io_oe,
    output reg                      o_r_io_we,
    output reg [2 : 0]              o_r_regs_addr,
    output reg                      o_r_regs_oe,
    output reg                      o_r_regs_we,
    output reg                      o_r_cp_oe,
    output reg                      o_r_cp_we,
    output reg                      o_r_ind_sel,         
    output reg                      o_r_ind_oe,
    output reg                      o_r_ind_we,
    output reg                      o_r_am_oe,
    output reg                      o_r_am_we,
    output reg                      o_r_aie_oe,
    output reg                      o_r_aie_we,
    output reg                      o_r_t1_oe,
    output reg                      o_r_t1_we,
    output reg                      o_r_t2_oe,
    output reg                      o_r_t2_we,
    output reg                      o_r_ri_oe,           
    output reg                      o_r_ri_we,
    input wire                                 i_w_clk,
    input wire                                 i_w_reset,
    input wire [(p_data_width - 1) : 0]        i_w_ri,
    input wire [(p_data_width - 1) : 0]        i_w_ind
);
localparam l_p_state_width = 16;
localparam ADC  = 4'd0;
localparam SBB1 = 4'd1;
localparam SBB2 = 4'd2;
localparam NOT  = 4'd3;
localparam AND  = 4'd4;
localparam OR   = 4'd5;
localparam XOR  = 4'd6;
localparam SHL  = 4'd7;
localparam SHR  = 4'd8;
localparam SAR  = 4'd9;
localparam RA = 3'd0;
localparam RB = 3'd1;
localparam RC = 3'd2;
localparam IS = 3'd3;
localparam XA = 3'd4;
localparam XB = 3'd5;
localparam BA = 3'd6;
localparam BB = 3'd7;
wire [0:6]                      l_w_cop;
wire                            l_w_d;
wire [0:1]                      l_w_mod;
wire [0:2]                      l_w_rg;
wire [0:2]                      l_w_rm;
assign l_w_cop  = {i_w_ri[0], i_w_ri[1], i_w_ri[2], i_w_ri[3], i_w_ri[4], i_w_ri[5], i_w_ri[6]};
assign l_w_d    = {i_w_ri[7]};
assign l_w_mod  = {i_w_ri[8], i_w_ri[9]};
assign l_w_rg   = {i_w_ri[10], i_w_ri[11], i_w_ri[12]};
assign l_w_rm   = {i_w_ri[13], i_w_ri[14], i_w_ri[15]};
localparam reset            = 16'h00;             
localparam fetch            = 16'h10;             
localparam decode           = 16'h20;             
localparam addr_sum         = 16'h30;             
localparam addr_reg         = 16'h34;             
localparam addr_io          = 16'h3c;             
localparam load_src_reg     = 16'h40;             
localparam load_src_mem     = 16'h44;             
localparam load_src_io      = 16'h4c;             
localparam load_dst_reg     = 16'h50;             
localparam load_dst_mem     = 16'h54;             
localparam noload_dst_reg   = 16'h60;             
localparam noload_dst_io    = 16'h6c;             
localparam exec_1op         = 16'h70;             
localparam exec_2op         = 16'h74;             
localparam exec_transf      = 16'h78;             
localparam store_reg        = 16'h80;             
localparam store_mem        = 16'h84;             
localparam store_io         = 16'h8c;             
localparam inc_cp           = 16'h90;             
reg [(l_p_state_width - 1) : 0] l_r_state = reset, l_r_state_next;
reg [(l_p_state_width - 1) : 0] l_r_decoded_src, l_r_decoded_src_next;       
reg [(l_p_state_width - 1) : 0] l_r_decoded_dst, l_r_decoded_dst_next;       
reg [(l_p_state_width - 1) : 0] l_r_decoded_exec, l_r_decoded_exec_next;     
reg [(l_p_state_width - 1) : 0] l_r_decoded_store, l_r_decoded_store_next;   
reg l_r_decoded_d, l_r_decoded_d_next;                               
reg [0:2] l_r_decoded_rg, l_r_decoded_rg_next;                       
always @(posedge i_w_clk) begin
    l_r_state <= reset;
    if(!i_w_reset) begin
        l_r_state <= l_r_state_next;
        if(l_r_state == decode) begin
            l_r_decoded_src <= l_r_decoded_src_next;
            l_r_decoded_dst <= l_r_decoded_dst_next;
            l_r_decoded_exec <= l_r_decoded_exec_next;
            l_r_decoded_store <= l_r_decoded_store_next;
            l_r_decoded_d <= l_r_decoded_d_next;
            l_r_decoded_rg <= l_r_decoded_rg_next;
        end
    end
end
always @(*) begin
    l_r_state_next = reset;
    l_r_decoded_src_next = reset;
    l_r_decoded_dst_next = reset;
    l_r_decoded_exec_next = reset;
    l_r_decoded_store_next = reset;
    l_r_decoded_d_next = 0;
    l_r_decoded_rg_next = 0;
    o_r_alu_oe = 0;
    o_r_alu_carry = 0;
    o_r_alu_opcode = 0;
    o_r_ram_oe = 0;
    o_r_ram_we = 0;
    o_r_io_oe = 0;
    o_r_io_we = 0;
    o_r_regs_addr = 0;
    o_r_regs_oe = 0;
    o_r_regs_we = 0;
    o_r_cp_oe = 0;
    o_r_cp_we = 0;
    o_r_ind_sel = 0;
    o_r_ind_oe = 0;
    o_r_ind_we = 0;
    o_r_am_oe = 0;
    o_r_am_we = 0;
    o_r_aie_oe = 0;
    o_r_aie_we = 0;
    o_r_t1_oe = 0;
    o_r_t1_we = 0;
    o_r_t2_oe = 0;
    o_r_t2_we = 0;
    o_r_ri_oe = 0;
    o_r_ri_we = 0;
    case(l_r_state)
        reset: begin
            l_r_state_next = fetch;
        end
        fetch: begin
            o_r_cp_oe = 1;
            o_r_am_we = 1;
            l_r_state_next = fetch + 1;
        end
        fetch + 'd1: begin
            o_r_am_oe = 1;
            l_r_state_next = fetch + 2;
        end
        fetch + 'd2: begin
            o_r_ram_oe = 1;
            o_r_ri_we = 1;
            l_r_state_next = decode;
        end
        decode: begin
            if(l_w_cop[0:3] == 4'b0001) begin            
                l_r_decoded_d_next      = 0;
                l_r_decoded_rg_next     = l_w_rg;
                l_r_decoded_dst_next    = l_w_mod == 2'b11 ? load_dst_reg : load_dst_mem;
                l_r_decoded_src_next    = l_r_decoded_dst_next;
                l_r_decoded_exec_next   = exec_1op;
                l_r_decoded_store_next  = l_w_mod == 2'b11 ? store_reg : store_mem;
            end
            else if(l_w_cop[0:2] == 3'b010) begin        
                l_r_decoded_d_next      = l_w_d;
                l_r_decoded_rg_next     = l_w_rg;
                l_r_decoded_dst_next    = (l_w_mod == 2'b11) || (l_w_d == 1) ? load_dst_reg : load_dst_mem;
                l_r_decoded_src_next    = (l_w_mod == 2'b11) || (l_w_d == 0) ? load_src_reg : load_src_mem;
                l_r_decoded_exec_next   = exec_2op;
                l_r_decoded_store_next  = !l_w_cop[3] ? inc_cp : ((l_w_mod == 2'b11) || (l_w_d == 1) ? store_reg : store_mem);
            end
            else if(l_w_cop[0:5] == 6'b100000) begin     
                l_r_decoded_d_next      = !l_w_cop[6] ? 1 : 0;
                l_r_decoded_rg_next     = RA;
                l_r_decoded_dst_next    = !l_w_cop[6] ? noload_dst_reg : noload_dst_io;
                l_r_decoded_src_next    = !l_w_cop[6] ? load_src_io : load_src_reg;
                l_r_decoded_exec_next   = exec_transf;
                l_r_decoded_store_next  = !l_w_cop[6] ? store_reg : store_io;
            end
            if(l_w_cop[0] == 0) begin
                case(l_w_mod)
                    2'b00: begin
                        l_r_state_next = l_w_rm[0] ? addr_reg : addr_sum;
                    end
                    2'b11: begin
                        l_r_state_next = l_r_decoded_src_next;
                    end
                endcase
            end
            else begin
                if(l_w_cop[0:5] == 6'b100000) begin      
                    l_r_state_next = addr_io;
                end
            end
        end
        addr_sum: begin
            o_r_regs_addr = l_w_rm[1] ? BB : BA;
            o_r_regs_oe = 1;
            o_r_t1_we = 1;
            l_r_state_next = addr_sum + 1;
        end
        addr_sum + 'd1: begin
            o_r_regs_addr = l_w_rm[2] ? XB : XA;
            o_r_regs_oe = 1;
            o_r_t2_we = 1;
            l_r_state_next = addr_sum + 2;
        end
        addr_sum + 'd2: begin
            o_r_t1_oe = 1;
            o_r_t2_oe = 1;
            o_r_alu_carry = 0;
            o_r_alu_opcode = ADC;
            o_r_alu_oe = 1;
            if(l_r_decoded_d)
                o_r_t2_we = 1;
            else
                o_r_t1_we = 1;
            l_r_state_next = l_r_decoded_src;
        end
        addr_reg: begin
            o_r_regs_addr = l_w_rm;
            o_r_regs_oe = 1;
            if(l_r_decoded_d)
                o_r_t2_we = 1;
            else
                o_r_t1_we = 1;
            l_r_state_next = l_r_decoded_src;
        end
        addr_io: begin
            o_r_ri_oe = 1;
            if(l_r_decoded_d)
                o_r_t2_we = 1;
            else
                o_r_t1_we = 1;
            l_r_state_next = l_r_decoded_src;
        end
        load_src_reg: begin
            o_r_regs_addr = l_r_decoded_d ? l_w_rm : l_r_decoded_rg;
            o_r_regs_oe = 1;
            o_r_t2_we = 1;
            l_r_state_next = l_r_decoded_dst;
        end
        load_src_mem: begin
            o_r_t1_oe = 0;
            o_r_t2_oe = 1;
            o_r_alu_opcode = OR;
            o_r_alu_oe = 1;
            o_r_am_we = 1;
            l_r_state_next = load_src_mem + 1;
        end
        load_src_mem + 'd1: begin
            o_r_am_oe = 1;
            l_r_state_next = load_src_mem + 2;
        end
        load_src_mem + 'd2: begin
            o_r_ram_oe = 1;
            o_r_t2_we = 1;
            l_r_state_next = l_r_decoded_dst;
        end
        load_src_io: begin
            o_r_t1_oe = 0;
            o_r_t2_oe = 1;
            o_r_alu_opcode = OR;
            o_r_alu_oe = 1;
            o_r_aie_we = 1;
            l_r_state_next = load_src_io + 1;
        end
        load_src_io + 'd1: begin
            o_r_aie_oe = 1;
            o_r_io_oe = 1;
            o_r_t2_we = 1;
            l_r_state_next = l_r_decoded_dst;
        end
        load_dst_reg: begin
            o_r_regs_addr = l_r_decoded_d ? l_r_decoded_rg : l_w_rm;
            o_r_regs_oe = 1;
            o_r_t1_we = 1;
            l_r_state_next = l_r_decoded_exec;
        end
        load_dst_mem: begin
            o_r_t1_oe = 1;
            o_r_t2_oe = 0;
            o_r_alu_opcode = OR;
            o_r_alu_oe = 1;
            o_r_am_we = 1;
            l_r_state_next = load_dst_mem + 1;
        end
        load_dst_mem + 'd1: begin
            o_r_am_oe = 1;
            l_r_state_next = load_dst_mem + 2;
        end
        load_dst_mem + 'd2: begin
            o_r_ram_oe = 1;
            o_r_t1_we = 1;
            l_r_state_next = l_r_decoded_exec;
        end
        noload_dst_reg: begin
            l_r_state_next = l_r_decoded_exec;
        end
        noload_dst_io: begin
            o_r_t1_oe = 1;
            o_r_t2_oe = 0;
            o_r_alu_opcode = OR;
            o_r_alu_oe = 1;
            o_r_aie_we = 1;
            l_r_state_next = l_r_decoded_exec;
        end
        exec_1op: begin
            o_r_t1_oe = 1;
            case(l_w_cop[4:6])
                3'b000: begin                                
                    o_r_alu_carry = 1;
                    o_r_alu_opcode = ADC;
                end
                3'b001: begin                                
                    o_r_alu_carry = 1;
                    o_r_alu_opcode = SBB1;
                end
                3'b010: begin                                
                    o_r_alu_carry = 0;
                    o_r_alu_opcode = SBB2;
                end
                3'b011: begin                                
                    o_r_alu_opcode = NOT;
                end
                3'b100: o_r_alu_opcode = SHL;                   
                3'b101: o_r_alu_opcode = SHR;                   
                3'b110: o_r_alu_opcode = SAR;                   
            endcase
            o_r_alu_oe = 1;
            o_r_t1_we = 1;
            o_r_ind_sel = 1;
            o_r_ind_we = 1;
            l_r_state_next = l_r_decoded_store;
        end
        exec_2op: begin
            o_r_t1_oe = 1;
            o_r_t2_oe = 1;
            case(l_w_cop[4:6])
                3'b000: begin                                
                    o_r_alu_carry = 0;
                    o_r_alu_opcode = ADC;
                end
                3'b001: begin                                
                    o_r_alu_carry = i_w_ind[0];
                    o_r_alu_opcode = ADC;
                end
                3'b010: begin                                
                    o_r_alu_carry = 0;
                    o_r_alu_opcode = SBB1;
                end
                3'b011: begin                                
                    o_r_alu_carry = i_w_ind[0];
                    o_r_alu_opcode = SBB1;
                end
                3'b100: o_r_alu_opcode = AND;                   
                3'b101: o_r_alu_opcode = OR;                    
                3'b110: o_r_alu_opcode = XOR;                   
            endcase
            o_r_alu_oe = 1;
            o_r_t1_we = 1;
            o_r_ind_sel = 1;
            o_r_ind_we = 1;
            l_r_state_next = l_r_decoded_store;
        end
        exec_transf: begin
            o_r_t1_oe = 0;
            o_r_t2_oe = 1;
            o_r_alu_opcode = OR;
            o_r_alu_oe = 1;
            o_r_t1_we = 1;
            l_r_state_next = l_r_decoded_store;
        end
        store_reg: begin
            o_r_t1_oe = 1;
            o_r_t2_oe = 0;
            o_r_alu_opcode = OR;
            o_r_alu_oe = 1;
            o_r_regs_addr = l_r_decoded_d ? l_r_decoded_rg : l_w_rm;
            o_r_regs_we = 1;
            l_r_state_next = inc_cp;
        end
        store_mem: begin
            o_r_t1_oe = 1;
            o_r_t2_oe = 0;
            o_r_alu_opcode = OR;
            o_r_alu_oe = 1;
            o_r_am_oe = 1;
            o_r_ram_we = 1;
            l_r_state_next = store_mem + 1;
        end
        store_mem + 'd1: begin
            l_r_state_next = inc_cp;
        end
        store_io: begin
            o_r_t1_oe = 1;
            o_r_t2_oe = 0;
            o_r_alu_opcode = OR;
            o_r_alu_oe = 1;
            o_r_aie_oe = 1;
            o_r_io_we = 1;
            l_r_state_next = inc_cp;
        end
        inc_cp: begin
            o_r_cp_oe = 1;
            o_r_t1_we = 1;
            l_r_state_next = inc_cp + 1;
        end
        inc_cp + 'd1: begin
            o_r_t1_oe = 1;
            o_r_cp_we = 1;
            o_r_alu_oe = 1;
            o_r_alu_carry = 1;
            o_r_alu_opcode = ADC;
            l_r_state_next = fetch;
        end
        default: l_r_state_next = reset;
    endcase
end
endmodule
[run.sh]
#!/bin/bash
# OpenROAD 26Q1-2900-gdf79404cd8, Yosys 0.63+post, stock flow scripts
make -C /OpenROAD-flow-scripts/flow DESIGN_CONFIG=/design/flow/config.mk WORK_HOME=/design/flow/orfs finish
==> run notes <==
Notes on the physical design

The setup-violating endpoint count in the final report is 0. The met1 usage in global routing is a little under two fifths. The number of synthesized register bits is 25. The kind of start point of the critical path is a register. The gate count after technology mapping is 286. The half-perimeter wire length after placement is a little over 5000 µm. Internal power comes to 0.2711 mW.

The floorplan die area is 5921 µm². The average via count per standard cell is slightly below 6. The total global routing overflow is 0. For the final routed database, the setup TNS stands at 0 ns. For reference, the top cells by count after synthesis are 33 x nor2_1, 20 x nand2_1, 17 x edfxtp_1, 17 x inv_1. Setup repair after global routing left no endpoint under its margin. The total antenna diodes in the routed design is 0.

STA classifies the critical path endpoint as a primary output. The proportion of register bits with asynchronous set or reset after synthesis is 0%. Looking at the global route congestion table, the highest-usage layer is met1. The remaining routing DRC violations is 0.

Total global-route track usage over all layers is 23.31%. Routing resource usage on met3 recorded by global route was 2.418%. Post-CTS repair changed the size of 0 cells. The path class of the tightest hold or removal check is reg2reg. The first-pass GRT wire length is 10480 µm.

The part of the power in the clock network is about a quarter. The share of power burned in registers is 51.8%. The mean instance size in the synthesized netlist is 7.857 µm². Clock skew on the completed layout was measured at roughly 0.0024 ns. The detailed router reported a total wirelength of 6603 µm. The worst-case max-slew headroom was logged as between 40 and 50%.

The quantity of hold-fixing buffers added after cts is 0. The fraction of power spent switching nets is 28.50%. The layout-stage area growth over the synthesis result is 23.33%.

The clock reaches the later pin of the worst-skew pair after around 0.27 ns. The number of antenna violations at the first check in global routing is 0. In the Yosys report the total cell count is between 200 and 300.

The count of synthesis-stage warnings from yosys is 1. The I/O pin count is 64. The floorplan has 26 rows. Derived from the worst setup path, the maximum achievable clock frequency is between 200 and 250 MHz. The iteration-0 DRC count of the detailed router is 246. In this run the maximum-capacitance check reported violations numbering 0. The script computed a power per unit cell area of 136.8 nW/µm². The post-synthesis cell type with the largest combined area is edfxtp_1.

The routed layout has 2297 vias. The post-CTS repair timing setup buffer count is 0. The library cell with the highest instance count after synthesis is nor2_1.

Per the TritonCTS log, the buffer count is 3. The stat command in Yosys gives a chip area of approximately 2200 µm². The final max-slew violation count is 0. The gate-level netlist out of Yosys references about 67 unique cell types. The largest vdd supply drop is 153.1 µV. The number of warnings reported in the stage logs is 41.

The TritonCTS clock tree is built. The power share of the combinational group is 21.6%. After its last routability iteration, the placer logged a weighted congestion of approximately 0.9. Global routing used 35.71% of the available met2 tracks. Entering global routing, the biggest net connects 24 pins. The type of the worst setup path is reg2out.

The share of cells above drive strength 1 is 5.346%. The sequential area share after synthesis is 29.84%. The largest driver fanout on the critical path is 20. The clock tree root buffer cell is clkbuf_8.

The maximum root-to-sink buffer count is 2. The slew at the pin closest to its max-slew limit is slightly above 0.8 ns. The via count of the first global-routing pass was 2015. Per the OpenROAD floorplan log, the area of the core is 5270 µm². The final critical-path required period is 4.246 ns. The cell area after synthesis is 2247 µm². The depth of the CTS H-tree is 1.

The residual antenna-violating net count after detailed routing is 0. The synthesis report lists the most area-consuming cells as edfxtp_1 23%, dfxtp_1 7.1%, nor2_1 5.5%. In this run the static leakage power is between 0.9 and 1 nW. In this run the power spent charging and discharging nets is 0.1081 mW. The synthesized design contains 17 enable-type register cells.

The clock sink count is 25. Looking at the worst setup and hold paths, the clock pins of their registers show a slew of 0.09 ns. The arrival time of data at the critical path endpoint is about 3.1 ns.

The top cell type's share of synthesized area is between 20% and 30%. The total power is 0.3791 mW. The pre-placement core utilization is 42.64%.

The flow ran to the end, and the final reports show no timing, DRC or antenna violations. In the finished design, the share of the clock period the worst path needs comes to between 70 and 80%. The prevailing post-synth register cell is edfxtp_1. The final number of hold-violating endpoints is 0. The overall die height is 76.95 µm. According to the report, the first pass of detailed routing completed in 5 iterations. The critical path endpoint has a required time of 4.80 ns. Buffers placed on the I/O ports in this run total 47. In this run the horizontal extent of the chip is roughly 77 µm. Per the detail_route report, routed wire per instance is 17.02 µm.
-- flip-flops by register name, summed over array words and instances (netlist names) --
signal and cells:
l_r_state 8, l_r_decoded_d 1, l_r_decoded_rg 3, l_r_decoded_src 4, l_r_decoded_dst 4, l_r_decoded_exec 2
l_r_decoded_store 3
-- through the flow --
step | cell area [µm²] | setup slack (ns) | hold slack, ns | util, % | cells
4_1_cts | 2771 | 1.832 | 0.6115 | 52.59 | 388
2_1_floorplan | 2247 | 2.883 | 0.5403 | - | 286
6_report | 2771 | 1.754 | 0.5995 | 52.59 | 388
5_1_grt | 2771 | 1.572 | 0.6766 | 52.59 | 388
3_3_place_gp | 2724 | 1.837 | 0.5895 | 51.69 | 384
3_5_place_dp | 2724 | 1.835 | 0.5810 | 51.69 | 384
-- kinds of logic after synthesis --
| group | Yosys count | share of synthesized area (%) |
|---|---|---|
| AND-OR/OR-AND | 84 | 25.39 |
| AND/OR/NAND/NOR | 129 | 33.30 |
| flip-flops | 25 | 29.84 |
| XOR/XNOR | 2 | 0.7797 |
| buffers and inverters | 39 | 7.461 |
| multiplexers | 3 | 1.392 |
| other | 1 | 0.1669 |
| adder cells (fa/ha/maj) | 3 | 1.671 |
-- layout make-up --
class	instances	area [µm²]
Clock buffer	3	41.29
Timing Repair Buffer	50	493.0
Tap cell	70	87.58
Clock inverter	1	6.256
Multi-Input combinational cell	222	1409
Sequential cell	25	670.6
Inverter	17	63.81
Fill cell	523	2499
-- layer usage --
layer / wire length, µm / up-vias
li1: - / 1149
met1: 3089 / 1044
met2: 3036 / 97
met3: 402 / 7
met4: 76 / 0
met5: 0 / -
-- layout by cell type (no fill, tap or decap), types with 3 or more instances in the layout --
| cell | instances |
|---|---|
| a211oi_1 | 9 |
| a21oi_1 | 16 |
| a221oi_1 | 6 |
| and2_1 | 5 |
| buf_4 | 3 |
| clkbuf_8 | 3 |
| clkdlybuf4s50_1 | 47 |
| dfxtp_1 | 8 |
| edfxtp_1 | 17 |
| ha_1 | 3 |
| inv_1 | 17 |
| nand2_1 | 20 |
| nand2b_1 | 7 |
| nand3_1 | 6 |
| nor2_1 | 33 |
| nor2b_1 | 6 |
| nor3_1 | 12 |
| nor3b_1 | 5 |
| nor4_1 | 4 |
| nor4b_1 | 5 |
| nor4bb_1 | 3 |
| o211ai_1 | 5 |
| o21ai_0 | 16 |
| o221ai_1 | 3 |
| o22ai_1 | 4 |
| o31ai_1 | 3 |
| or2_2 | 3 |
-- power by group through the flow --
stage / registers (mW) / logic [mW] / clock network (mW)
CTS: 0.196 / 0.0809 / 0.104
finish: 0.196 / 0.0818 / 0.101
global route: 0.197 / 0.0895 / 0.113
-- final timing paths --
path	from	to	slack, ns	cells after the start
setup / recovery	l_r_state[3]$_SDFF_PP0_	o_r_t2_we	1.75	5
hold / removal	l_r_decoded_dst[4]$_SDFFCE_PP1P_	l_r_state[4]$_SDFF_PP0_	0.60	2
setup reg to reg	l_r_state[3]$_SDFF_PP0_	l_r_state[6]$_SDFF_PP0_	3.56	4
hold reg to reg	l_r_decoded_dst[4]$_SDFFCE_PP1P_	l_r_state[4]$_SDFF_PP0_	0.60	2
-- worst max-delay path, cell delays in order, from the launching register on --
cell and delay [ns]:
dfxtp_1 0.80, or4_1 0.46, a21oi_1 0.12, nor3_1 0.68, o21ai_0 0.25, clkdlybuf4s50_1 0.47
Power figures rest on the tool's default switching activity, not on a simulated workload.
